**/design/flow/run.sh**
```bash
#!/bin/bash
# OpenROAD 26Q1-2900-gdf79404cd8, Yosys 0.63+post, stock flow scripts
make -C /OpenROAD-flow-scripts/flow DESIGN_CONFIG=/design/flow/config.mk WORK_HOME=/design/flow/orfs finish
```
**/design/flow/config.mk**
```make
export PLATFORM = sky130hd
export DESIGN_NAME = dual_port_ram
export DESIGN_NICKNAME = dual_port_ram
export VERILOG_FILES = /design/flow/design.v
export SDC_FILE = /design/flow/constraint.sdc
export NUM_CORES = 4
export LEC_CHECK = 1
export CORE_UTILIZATION = 40
```
**/design/flow/constraint.sdc**
```tcl
current_design dual_port_ram

set clk_period 3.6
set clk_io_pct 0.2

create_clock -name clk0 -period $clk_period [get_ports {clk}]

set non_clock_inputs [all_inputs -no_clocks]
set_input_delay [expr $clk_period * $clk_io_pct] -clock clk0 $non_clock_inputs
set_output_delay [expr $clk_period * $clk_io_pct] -clock clk0 [all_outputs]
```
**/design/flow/design.v**
```verilog
`timescale 1ns / 1ps
module dual_port_ram (
    input        clk,
    input  [3:0] waddr,
    input  [3:0] raddr,
    input  [7:0] wdata,
    input        write,
    output [7:0] rdata
);
    reg [7:0] mem[0:15];
    always @(posedge clk) begin
        if (write) begin
            mem[waddr] <= wdata;
        end
    end
    assign rdata = mem[raddr];
endmodule
```
==> run notes <==
run results: min Tclk post-route 3.39 ns, top_reg_cell synth edfxtp_1, maximum clock frequency 295 MHz, fin. max-slew vios 0, first drt pass iteration count 4, Resize count post-CTS 0, Distinct lib cells used 18, first-pass GRT wire length 14700 um, Post-Route WL 9360 um, number of top-level pins 26, area delta synth->final 23.6%, Power, Total 0.00368 W, vias in the first global route 2496, Biggest register mem, # Post-CTS Setup Buffers 0, Synth async-reset ratio 0%, Die Footprint 12900 um2, CTS tree built, crit-path cells clkdlybuf4s50_1 > nor2_1 > a22oi_1 > nand2_1 > clkdlybuf4s50_1, Critical Path Fanout Max 8, dominant cell type by area after synthesis edfxtp_1, Seq cells post-synth 128, Num CTS Buffers 17, Vias/cell 5.13, Seq/Total Area, Yosys 77.1%, max-cap viol count 0, Worst EP required 2.88 ns, Final Hold Fails 0, Arr. time, crit path about 2.7 ns, Placed Area approximately 5500 um2, Total GRT Usage ~17%, root buf cell clkbuf_16, Setup-failing EPs final 0, DRT met1 WL approximately 4000 um, share of layout cells above drive strength 1 23.7%, Clock Power Share 49.5%, Seq pwr share a little under half, # port buffers 25, Slowest-stage cell, CP nor2_1, Largest type area fraction 77.1%, Sink Count between 100 and 150, row count 40, CTS H-Tree Depth 4, synth cell count leaders edfxtp_1 (128), mux4_2 (18), a22oi_1 (16), DR iter-0 viols 151, EDFF count, synth 128, DR vias around 2300, synthesized cell area 4990 um2, Final Cycle Share around 94%, leakage 2.04 nW, Die H 114 um, DP HPWL 5870 um, die span in x 114 um, post-route cell area 6170 um2, slowest stage delay, CP 0.59 ns, Worst Tran Pin Value 0.942 ns, # DRC 0, post-route ant nets 0, Gate power share 4.9%, slew margin rel. 36.9%, DR WL/cell 20.6 um, Hold-fix buffers, CTS 0, Final Instance Count excl. Fillers 455, switching share of total power 18.8%, largest net degree at the start of global routing 33, yosys synthesis chip area 4990 um2, ant diodes 0, VDD IR max 667 uV, routability-driven placement congestion ratio roughly 0.77, tool warning count 25, met2 wire length 4390 um, max layer used met4, initial antenna violation count 0, Regs by FF count mem (128), P_int between 0.002 and 0.003 W, Synth area leaders edfxtp_1 (77%), mux4_2 (8.1%), mux4_1 (7.4%), a22oi_1 (2.4%), nor2_1 (0.98%), Cells after Synth 221, post-synthesis average cell area 22.6 um2, Yosys warnings 1, global route total overflow 0, Floorplan Utilization 41.3%, Hold WS 1.30 ns, HP Class in2reg, CTS clock-pin slew for the worst setup and hold paths 0.06 ns, max reg flops 128, RSZ-0062 raised after global routing false, Setup CP Type in2out, Clock Tree Buf Depth 2, CP endpoint kind output port, most common cell in the synthesized netlist edfxtp_1, most used cell, CP clkdlybuf4s50_1, Core ar. 12100 um2, Fillers 966, hold path cells 1, # Cells Yosys 221, Fin Setup TNS 0 ns, Post-Place Cells 423, WL met3 802 um, CP Launch Type input port, Net Switching 0.000691 W, power per cell area between 500 and 600 nW/um2, run status complete, no violations
layout by cell type, fill, tap and decap left out, drive strengths merged:
cell type	count
nand3b	2
clkinv	7
nor2b	1
clkdlybuf4s50	24
clkinvlp	2
clkbuf	17
buf	20
and2	1
nand2	9
nor3	4
inv	1
mux4	32
nand3	1
bufinv	5
a22oi	16
and2b	1
nor2	13
edfxtp	128
or3b	1
nand2b	2
per-stage QoR:
stage	worst slack (ns)	utilization (%)
3_3_place_gp	0.190	45.8
3_5_place_dp	0.181	45.8
5_1_grt	0.0644	51.1
6_report	0.209	51.1
4_1_cts	0.188	51.1
2_1_floorplan	1.15	-
power groups by stage:
stage         logic (W)  registers [W]  clock network [W]
CTS            0.000184        0.00168            0.00186
global route   0.000195        0.00168            0.00192
finish         0.000181        0.00168            0.00182
layer usage:
| layer | GRT usage, % | vias to the layer above |
|---|---|---|
| met5 | 0 | - |
| met4 | 3.60 | 0 |
| met3 | 6.77 | 15 |
| met2 | 25.4 | 93 |
| met1 | 27.6 | 1167 |
| li1 | - | 1060 |
critical path: cells and delay by family:
kind | cells | cell delay, ns
compound gates | 1 | 0.27
buf+inv | 2 | 0.92
simple gates | 2 | 0.75
worst paths after layout:
kind                  slack, ns     start                    to
worst min-delay path       1.30  wdata[5]  mem[14][5]$_DFFE_PP_
worst max-delay path       0.21  raddr[2]              rdata[0]
final cells by class:
type                       instances  area [um2]  share of cell area (%)
clock inverter                    15         216                    3.51
timing repair buffer              44         413                    6.70
clock buffer                      17         425                    6.90
sequential                       128        3840                    62.3
tap                              168         210                    3.41
multi-input combinational         83        1060                    17.1
kinds of logic (layout without fill, tap and decap cells):
group | after synthesis | in the layout | share of synthesized area (%)
compound gates | 16 | 16 | 2.41
flops | 128 | 128 | 77.1
simple gates | 35 | 35 | 3.29
mux | 32 | 32 | 15.5
buf+inv | 10 | 76 | 1.73
No activity file was given, so power comes from the tool's default toggle rates.
