==> ./design.v <==
`timescale 1ns / 1ps
module fifo (
    input        clk,
    input        reset,
    input  [7:0] wdata,
    input        wr_en,
    input        rd_en,
    output [7:0] rdata,
    output       full,
    output       empty
);
    wire [3:0] w_wr_ptr, w_rd_ptr;
    register_file U_register_file (
        .clk  (clk),
        .waddr(w_wr_ptr),
        .wdata(wdata),
        .wr_en(wr_en & ~full),
        .raddr(w_rd_ptr),
        .rdata(rdata)
    );
    fifo_control_unit U_fifo_control_unit (
        .clk(clk),
        .reset(reset),
        .wr_en(wr_en),
        .rd_en(rd_en),
        .wr_ptr(w_wr_ptr),
        .full(full),
        .rd_ptr(w_rd_ptr),
        .empty(empty)
    );
endmodule
module register_file (
    input        clk,
    input  [3:0] waddr,
    input  [7:0] wdata,
    input        wr_en,
    input  [3:0] raddr,
    output [7:0] rdata
);
    reg [7:0] mem[0:15];
    always @(posedge clk) begin
        if (wr_en) begin
            mem[waddr] <= wdata;
        end
    end
    assign rdata = mem[raddr];
endmodule
module fifo_control_unit (
    input        clk,
    input        reset,
    input        wr_en,
    input        rd_en,
    output [3:0] wr_ptr,
    output       full,
    output [3:0] rd_ptr,
    output       empty
);
    reg full_reg, full_next;
    reg empty_reg, empty_next;
    reg [3:0] wr_ptr_reg, wr_ptr_next;
    reg [3:0] rd_ptr_reg, rd_ptr_next;
    assign full   = full_reg;
    assign empty  = empty_reg;
    assign wr_ptr = wr_ptr_reg;
    assign rd_ptr = rd_ptr_reg;
    always @(posedge clk, posedge reset) begin
        if (reset) begin
            full_reg   <= 0;
            empty_reg  <= 1;
            wr_ptr_reg <= 0;
            rd_ptr_reg <= 0;
        end else begin
            full_reg   <= full_next;
            empty_reg  <= empty_next;
            wr_ptr_reg <= wr_ptr_next;
            rd_ptr_reg <= rd_ptr_next;
        end
    end
    always @(*) begin
        full_next   = full_reg;
        empty_next  = empty_reg;
        wr_ptr_next = wr_ptr_reg;
        rd_ptr_next = rd_ptr_reg;
        case ({
            wr_en, rd_en
        })
            2'b01: begin   
                if (!empty_reg) begin
                    full_next   = 1'b0;
                    rd_ptr_next = rd_ptr_reg + 1;
                    if (rd_ptr_next == wr_ptr_reg) begin
                        empty_next = 1'b1;
                    end
                end
            end
            2'b10: begin   
                if (!full_reg) begin
                    empty_next  = 1'b0;
                    wr_ptr_next = wr_ptr_reg + 1;
                    if (wr_ptr_next == rd_ptr_reg) begin
                        full_next = 1'b1;
                    end
                end
            end
            2'b11: begin   
                if (empty_reg) begin
                    wr_ptr_next = wr_ptr_reg + 1;
                end else if (full_reg) begin
                    rd_ptr_next = rd_ptr_reg + 1;
                end else begin
                    wr_ptr_next = wr_ptr_reg + 1;
                    rd_ptr_next = rd_ptr_reg + 1;
                end
            end
            default: ;
        endcase
    end
endmodule
==> ./run.sh <==
#!/bin/bash
# OpenROAD 26Q1-2900-gdf79404cd8, Yosys 0.63+post, stock flow scripts
make -C /OpenROAD-flow-scripts/flow DESIGN_CONFIG=/design/flow/config.mk WORK_HOME=/design/flow/orfs finish
==> ./config.mk <==
export PLATFORM = sky130hd
export DESIGN_NAME = fifo
export DESIGN_NICKNAME = fifo
export VERILOG_FILES = /design/flow/design.v
export SDC_FILE = /design/flow/constraint.sdc
export NUM_CORES = 4
export LEC_CHECK = 1
export CORE_UTILIZATION = 40
==> ./constraint.sdc <==
current_design fifo

set clk_period 4.6
set clk_io_pct 0.2

create_clock -name clk0 -period $clk_period [get_ports {clk}]

set non_clock_inputs [all_inputs -no_clocks]
set_input_delay [expr $clk_period * $clk_io_pct] -clock clk0 $non_clock_inputs
set_output_delay [expr $clk_period * $clk_io_pct] -clock clk0 [all_outputs]
==> results.yml <==
# generated from flow reports
status:
  status: "completed"
global_routing:
  gr-total-overflow: 0
  grt_pass1_wl_um: 16480
  antenna_found_initial: 0
  grt_pass1_vias: 3021
  grt_max_degree: 54
  grtUsageTotal_pct: 16.77
floorplanning:
  die_area_um2: 14620
  rows: 43
  die_w_um: 120.9
  core-area_um2: 13830
  io_pins: 22
  fp_util_pct: 40.91
  die_y_um: 120.9
power:
  switching_share_pct: 30.42
  pwr-share-seq_pct: 39.8
  p_int_mw: 2.921
  power_density_nw_per_um2: 628.7
  clockPowerShare_pct: 29.5
  power_switching_mw: 1.277
  p_leak_nw: 2.308
  ir_drop_mv: 0.2755
  p_comb_share_pct: 30.7
timing:
  setup_viol: 0
  relSlewSlack_pct: 47.41
  fin_crit_ns: 3.608
  finalHoldViolCount: 0
  tightest_slew_ns: 0.7860
  rsz0062_at_grt: "no"
  setup_tns_ns: 0
  slew_violations: 0
  skew_ns: 0.003879
  fin_ws_ns: 0.9918
  fin_crit_sh_pct: 78.44
  fmax_mhz: 277.2
hold_path:
  hp-class: "register to register"
finish:
  final_cells: 551
  final_area_um2: 6676
  fillers: 1114
  drive_gt1_share_pct: 18.06
  synthToLayoutAreaGrowth_pct: 18.03
  final_core_util_pct: 48.29
  largest_register_ffs: 128
detailed_routing:
  post_drt_wl_per_cell_um: 19.02
  diodes: 0
  drcViolationCount: 0
  firstDrtPassIters: 7
  drt-initial-drc-count: 216
  vias: 2865
  wirelength_um: 10480
  postRouteAntennaNets: 0
  via_per_inst: 5.200
logic_synthesis:
  netlist_area_um2: 5657
  area_leaders: "edfxtp_1 68%, mux2i_1 7.1%, mux4_2 5.2%"
  ys_seq_share_pct: 72.40
  synth_top_area_share_pct: 67.95
  ys_types: 35
  syn_inst: 318
  largest_area_cell: "edfxtp_1"
  ys_cells: 318
  yosys_area_um2: 5657
  synth_warnings: 2
  numSynthFlops: 138
  syn_area_per_cell_um2: 17.79
clocking:
  root_buffer: "clkbuf_16"
  clk_pin_slew_ns: 0.05
  clock_latency_ns: 0.41
  post-cts-setup-buffers: 0
  cts_buffer_depth: 2
  htree_levels: 4
  hold_buffers: 0
  cts_buffers: 17
  tritoncts: "yes"
  cts_resized: 0
  cts.sinks: 138
setup_path:
  crit_chain: "nor2b_1 -> a22oi_1 -> nand3_1 -> o21ai_1 -> clkdlybuf4s50_1"
  crit_path_top_delay_cell: "nor2b_1"
  end_kind: "output port"
  critical_path_arrival_ns: 2.69
  crit_type: "register to output port"
  path_max_fanout: 12
  critical_path_required_ns: 3.68
  critPathLaunchType: "register"
  slowest_delay_ns: 0.71
place:
  numPlacedInstances: 519
  post-dp-hpwl_um: 6458
  globalplace.congestion: 0.7757
  io_buffers: 21
  pre_cts_ws_ns: 1.435
  dpl-instance-area_um2: 6125
flow_run:
  warnings: 28
  max_cap_viol_count: 0
[power by group through the flow]
| stage | sequential, mW | clock (mW) | combinational, mW |
|---|---|---|---|
| after CTS | 1.67 | 1.26 | 1.32 |
| after global routing | 1.69 | 1.32 | 1.44 |
| final | 1.67 | 1.24 | 1.29 |
[area by class of cell]
cell class / count / area (um2) / share of cell area (%)
inverters: 5 / 18.77 / 0.2811
multi-input cells: 158 / 1434 / 21.48
clock inverters: 14 / 122.6 / 1.837
clock buffers: 18 / 429.2 / 6.428
flip-flops and latches: 138 / 4096 / 61.36
well taps: 180 / 225.2 / 3.373
repair buffers: 38 / 350.3 / 5.247
[metrics by stage]
| step | hold WS, ns | power, mW |
|---|---|---|
| 2_1_floorplan | 0.4689 | 2.577 |
| 3_5_place_dp | 0.5154 | 3.005 |
| 5_1_grt | 0.5574 | 4.447 |
| 6_report | 0.5186 | 4.197 |
| 4_1_cts | 0.5210 | 4.253 |
| 3_3_place_gp | 0.5105 | 3.007 |
[critical path, delay by kind of cell, from the launching register on]
| family | cells | cell delay, ns |
|---|---|---|
| AOI/OAI and AO/OA | 2 | 0.33 |
| buffers and inverters | 1 | 0.44 |
| DFF | 1 | 0.66 |
| and+or+nand+nor | 2 | 0.86 |
[placed cells by master, fill, tap and decap left out, types with 2 or more instances in the layout]
master / instances
nand2b_1: 2
clkinv_4: 3
inv_6: 2
nand4_1: 2
dfrtp_1: 8
edfxtp_1: 128
xnor2_1: 9
mux4_1: 3
clkinvlp_4: 2
ha_1: 5
nor3_1: 5
clkbuf_16: 17
nand3_1: 10
nor2_1: 12
o21ai_1: 9
clkdlybuf4s50_1: 21
xor2_1: 6
inv_1: 5
clkinv_2: 3
nand2_1: 11
o21ai_0: 3
buf_4: 16
a22oi_1: 16
nor2b_1: 2
mux2i_1: 40
clkinv_1: 2
nor4_2: 2
mux4_2: 13
[final timing paths]
path / from / to / slack, ns / cells past startpoint
hold reg to reg: U_fifo_control_unit.empty_reg$_DFFE_PP1P_ / U_fifo_control_unit.empty_reg$_DFFE_PP1P_ / 0.52 / 2
min in group asynchronous: reset / U_fifo_control_unit.rd_ptr_reg[3]$_DFFE_PP0P_ / 0.80 / 2
setup / recovery: U_fifo_control_unit.rd_ptr_reg[0]$_DFFE_PP0P_ / rdata[4] / 0.99 / 5
hold / removal: U_fifo_control_unit.empty_reg$_DFFE_PP1P_ / U_fifo_control_unit.empty_reg$_DFFE_PP1P_ / 0.52 / 2
setup reg to reg: U_fifo_control_unit.wr_ptr_reg[2]$_DFFE_PP0P_ / U_register_file.mem[12][0]$_DFFE_PP_ / 2.53 / 3
max in group asynchronous: reset / U_fifo_control_unit.empty_reg$_DFFE_PP1P_ / 3.48 / 2
[layer usage]
layer	vias up	part of all wire [%]	wire length (um)	GRT usage (%)
li1	1334	-	-	-
met1	1399	40	4162	23.64
met2	118	49	5097	25.21
met3	14	10	1072	9.261
met4	0	1.4	148	2.160
met5	-	0	0	0
[Yosys cell counts]
cell type,n
a21boi_1,1
buf_4,5
dfstp_2,1
buf_1,1
and2_2,1
clkbuf_1,2
ha_1,5
nor4_1,2
o21ai_0,3
mux2_2,1
nor3_1,5
mux4_1,3
mux4_2,13
xnor2_1,9
o21ai_1,9
dfrtp_1,9
and2b_2,1
buf_2,6
edfxtp_1,128
nor2_1,12
buf_12,1
nand3_1,10
mux2i_1,40
nor2b_1,2
inv_1,5
nand4b_1,1
nand2b_1,2
a31oi_1,1
xor2_1,6
buf_6,2
a22oi_1,16
nor3b_1,1
nand4_1,2
or2_2,1
nand2_1,11
[kinds of logic (layout without fill, tap and decap cells)]
family                     after synthesis  count (layout)  share of synthesized area [%]
muxes                                   57              57                          13.85
DFF                                    138             138                          72.40
adders and majority gates                5               5                          1.106
buffers and inverters                   22              75                          2.477
AOI/OAI and AO/OA                       30              30                          3.429
xor gates and xnor gates                15              15                          2.323
and+or+nand+nor                         51              51                          4.424
Power is estimated from default activity; no workload was simulated.
